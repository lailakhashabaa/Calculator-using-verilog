==> design/flow/config.mk <==
export PLATFORM = sky130hd
export DESIGN_NAME = topmodule
export DESIGN_NICKNAME = topmodule
export VERILOG_FILES = /design/flow/design.v
export SDC_FILE = /design/flow/constraint.sdc
export NUM_CORES = 4
export LEC_CHECK = 1
export CORE_UTILIZATION = 50
==> design/flow/constraint.sdc <==
current_design topmodule

set clk_period 8.1
set clk_io_pct 0.2

create_clock -name clk0 -period $clk_period [get_ports {clk}]

set non_clock_inputs [all_inputs -no_clocks]
set_input_delay [expr $clk_period * $clk_io_pct] -clock clk0 $non_clock_inputs
set_output_delay [expr $clk_period * $clk_io_pct] -clock clk0 [all_outputs]
==> design/flow/design.v <==
`timescale 1ns / 1ps
module BCDcontrol(
input [7:0] digit1,
input [7:0] digit2,
input [7:0] digit3,
input [7:0] digit4,
input [1:0] refreshcounter,
output reg [7:0] outDigit
    );
    always @(refreshcounter)
        begin 
        case(refreshcounter)
        2'd0:
          outDigit= digit1;
        2'd1:
          outDigit= digit2;
        2'd2:
          outDigit= digit3;
        2'd3:
          outDigit= digit4;
          endcase
          end
endmodule
`timescale 1ns / 1ps
module anodeControl(
input [1:0] refreshcounter,
output reg [3:0] anode =0
    );
    always @(refreshcounter)
    begin 
    case(refreshcounter)
    2'b00:
      anode= 4'b1110;
    2'b01:
      anode= 4'b1101;
    2'b10:
      anode= 4'b1011;
    2'b11:
      anode= 4'b0111;
      endcase
      end
endmodule
module seven_seg(
input clk,
input rst,
input [3:0] in,
input dot,
output reg [7:0] out
    );
    always @(posedge(clk)) begin
                    case(in)
                        4'b0000:             
                        out[6:0] = 7'b0000001;    
                        4'b0001:             
                         out[6:0] = 7'b1001111;
                        4'b0010:             
                         out[6:0] = 7'b0010010; 
                        4'b0011:             
                         out[6:0] = 7'b0000110;
                        4'b0100:             
                         out[6:0] = 7'b1001100;
                        4'b0101:             
                         out[6:0] = 7'b0100100;
                        4'b0110:             
                         out[6:0] = 7'b0100000;
                        4'b0111:             
                         out[6:0] = 7'b0001111;
                        4'b1000:             
                         out[6:0] = 7'b0000000;
                        4'b1001:             
                         out[6:0] = 7'b0000100;
                        4'b1010: 
                         out[6:0] = 7'b1111110;                        
                    endcase 
                    out[7] <= dot;
    end
endmodule
`timescale 1ns / 1ps
module clockDivider(input clk, rst, output reg clk_out);
reg [31:0] count; 
parameter n = 5000;
always @ (posedge(clk), posedge(rst)) begin 
if (rst == 1'b1)
count <= 32'b0;
else if (count == n-1)
count <= 32'b0;
else
count <= count + 1;
end
always @ (posedge(clk), posedge(rst)) begin
if (rst == 1'b1)
clk_out <= 1'b0;
else if (count == n-1)
  clk_out <= ~clk_out;
else
 clk_out <= clk_out;
end
endmodule
`timescale 1ns / 1ps
module increment(
input clk,
input rst,
input button,
output reg [3:0]in 
    );
        reg push_f;
       reg push_sync;
       reg push_sync_f;
       wire push_edge;
       always@(posedge clk) begin
           push_f <= button;
           push_sync <= push_f;    
       end
       always @(posedge clk, posedge rst) begin
       if (rst) begin
           push_sync_f <= 1'b0;
       end else begin
           push_sync_f <= push_sync;
           end
       end
       assign push_edge = push_sync & ~push_sync_f;
       always @(posedge clk, posedge rst)
       begin
       if(rst)begin
       in<=0;
       end
       else if (push_edge)
       begin
          if (in!=9)
          in<=in+1;
          else
          in<=0;
          end
      end
endmodule
module topmodule( input clk,
input rst,
output [3:0] anode,
output [7:0] cathode,
input B1, B2, B3, B4,
input [4:0] operation);
wire refreshclock;
wire [1:0] refreshcounter;
wire [3:0] digit1;
wire [3:0] digit2;
wire [3:0] digit3;
wire [3:0] digit4;
wire [7:0] digit1disp;
wire [7:0] digit2disp;
wire [7:0] digit3disp;
wire [7:0] digit4disp;
wire dot;
wire [3:0] final1, final2, final3, final4; 
wire [13:0] result;     
wire negative_sign;                
clockDivider refreshclockGenerator( .clk(clk),.clk_out(refreshclock),.rst(rst));
refreshCounter counter(.refreshClock(refreshclock),.refreshcounter(refreshcounter));
anodeControl anodeControl(.refreshcounter(refreshcounter),.anode(anode));
increment case1(.clk(refreshclock), .rst(rst),.button(B1),.in(digit1));
increment case2(.clk(refreshclock), .rst(rst),.button(B2),.in(digit2));
increment case3(.clk(refreshclock), .rst(rst),.button(B3),.in(digit3));
increment case4(.clk(refreshclock), .rst(rst),.button(B4),.in(digit4));
operations operate(.clk(refreshclock),.operation(operation), .reset(rst), .dig1(digit1), .dig2(digit2), .dig3(digit3),.dig4(digit4), .result(result), .negative_sign(negative_sign),.dot(dot));
seperate_results seperate(.clk(refreshclock), .result(result), .final1(final1), .final2(final2), .final3(final3), .final4(final4));
seven_seg display1(.clk(refreshclock),.in(final1),.dot(1),.rst(rst),.out(digit1disp));
seven_seg display2(.clk(refreshclock),.in(final2),.dot(1),.rst(rst),.out(digit2disp));
seven_seg display3(.clk(refreshclock),.in(final3),.dot(dot),.rst(rst),.out(digit3disp));
seven_seg display4(.clk(refreshclock),.in((negative_sign) ? 4'b1010 : final4),.dot(1),.rst(rst),.out(digit4disp)); 
BCDcontrol control(.digit1(digit1disp), .digit2(digit2disp),.digit3(digit3disp), .digit4(digit4disp),.refreshcounter(refreshcounter),.outDigit(cathode));
endmodule
module operations(
input clk,
input [4:0] operation,
input reset,
input [3:0] dig1, dig2, dig3, dig4,
output reg [13:0] result,
output reg  negative_sign,
output reg dot
    );
    reg [7:0] num1, num2;
    always @(posedge clk) begin
        if (reset == 1) begin
            num1 = 0;
            num2 = 0;
        end
        else begin
            num1 = (dig1 * 10) + dig2;
            num2 = (dig3 * 10) + dig4;
        end
    end
    always @(posedge (clk))
     begin
        if (reset == 1) begin
            result <= 16'b0;
             negative_sign <= 0;
             dot<=0;
        end
        else if (operation[0] == 1) begin     
            result <= num1 + num2;
             negative_sign <= 0;
             dot<=1;
        end
        else if (operation[1] == 1) begin     
          if (num1==num2) begin
                      result <= 0;
                      negative_sign <= 0;
                      dot<=1;
                  end
            if (num1>num2) begin
                result <= num1 - num2;
                negative_sign <= 0;
                dot<=1;
            end
            if (num2>num1) begin
                result <= num2 - num1;
                negative_sign <=  1;
                dot<=1;
            end
        end
        else if (operation[2] == 1) begin     
            result <= num1 * num2;
             negative_sign <= 0;
             dot<=1;
        end
        else if (operation[3] == 1) begin     
            result <= num1 / num2;
             negative_sign <= 0;
            dot<=1;
        end
         else if (operation[4] == 1) begin     
                   result<= (num1 *100) + num2;
                    negative_sign <= 0;
                   dot<=0;
               end
        else
        begin
        result<= (num1 *100) + num2;
        negative_sign <= 0;
        dot<=0;
        end
   end
endmodule
`timescale 1ns / 1ps
module refreshCounter(
input refreshClock,
output reg[1:0] refreshcounter=0
    );
    always@(posedge refreshClock)
    refreshcounter <= refreshcounter +1; 
endmodule
`timescale 1ns / 1ps
module seperate_results(input clk,
input [13:0] result,
output reg [3:0] final1, final2, final3, final4
    );
    always @(posedge clk) begin
        final1<= (result)%10;
        final2<= (result/10)%10;
        final3<= (result/100)%10;
        final4<= (result/1000)%10;
    end
endmodule
==> design/flow/run.sh <==
#!/bin/bash
# OpenROAD 26Q1-2900-gdf79404cd8, Yosys 0.63+post, stock flow scripts
make -C /OpenROAD-flow-scripts/flow DESIGN_CONFIG=/design/flow/config.mk WORK_HOME=/design/flow/orfs finish
==> GITHUB_STEP_SUMMARY <==
### Metrics collected by this job

| Metric | Value |
|---|---|
| Largest fanout on the critical path | `6` |
| DR iter-0 viols | `1320` |
| Most common library cells after synthesis | `nor2_1, ha_1, nand2_1, a21oi_1, inv_1` |
| Ys Warns | `11` |
| CTS Root Cell | `clkbuf_16` |
| Required @ worst endpoint | `8.25 ns` |
| Final setup fails | `0` |
| Post-synth seq share | `roughly 17%` |
| CTS Hold Buffers Added | `0` |
| Setup CP Type | `flip-flop to flip-flop` |
| Post-synth top area cell | `ha_1` |
| CP arrival | `3.11 ns` |
| Vias per cell | `between 6 and 7` |
| GRT Overall Usage | `26.1%` |
| Fin. Hold Viols | `0` |
| CTS Buf Count | `5` |
| Reg-to-reg endpoint | `refreshclockGenerator.count[31]` |
| Reg2Reg Depth | `12` |
| Chip width | `roughly 200 µm` |
| Power Density | `between 20 and 25 mW/mm²` |
| RSZ-0062 raised after global routing | `false` |
| Tightest Pin Transition | `approximately 0.90 ns` |
| Synth async-reset ratio | `around 38%` |
| Register pins left without a clock | `107` |
| Dominant register cell | `dfxtp_1` |
| Critical Path Start Type | `flip-flop` |
| Reg2Reg Setup Slack | `5.14 ns` |
| Cells in synth_stat.txt | `~2600` |
| Num rows | `about 70` |
| Cell mode on critical path | `and4_1` |
| DRT Wirelength | `51.9 mm` |
| Detailed-route via count | `between 15000 and 20000` |
| Endpoints left unconstrained | `about 150` |
| Synth area leaders | `ha_1, dfrtp_1, dfxtp_1, xnor2_1, nor2_1` |
| Initial antenna violation count | `0` |
| Drt drc | `0` |
| Clk latency late pin | `between 0.2 and 0.3 ns` |
| Area added between synthesis and finish | `3.88%` |
| Total die size | `about 0.041 mm²` |
| Hold_ws | `approximately 0.48 ns` |
| IO Count | `23` |
| Vias in the first global route | `16600` |
| Mapped cell area | `0.0200 mm²` |
| Share of layout cells above drive strength 1 | `under 10%` |
| YS chip area | `0.0200 mm²` |
| Post-synth EDFFs | `28` |
| Yosys reg bits | `140` |
| Leak | `approximately 0.009 µW` |
| Core Area | `about 0.04 mm²` |
| Fin area | `roughly 0.021 mm²` |
| Pre-CTS WS | `5.12 ns` |
| TritonRoute pass-1 iters | `5` |
| Max-slew violations | `0` |
| CTS-repair resized insts | `0` |
| Run status | `complete, no violations` |
| Hold depth | `1` |
| Gate Count Post-Synth | `~2600` |
| CTS tree | `done` |
| Hold crit path type | `flip-flop to flip-flop` |
| Max-slew headroom | `around two fifths` |
| Final setup skew | `slightly below 0.005 ns` |
| Critical path's slowest cell | `dfrtp_1` |
| Crit path launch | `refreshclockGenerator.count[6]` |
| IO buf count | `21` |
| Post-DP HPWL | `between 40 and 50 mm` |
| RePlAce Congestion | `between 0.9 and 1` |
| # diodes | `0` |
| Total negative slack | `0 ns` |
| Cell Type Count | `between 100 and 150` |
| Crit path time final | `2.96 ns` |
| Clk buf depth | `2` |
| Endpoint class of the critical path | `flip-flop` |
| Max-cap viol count | `0` |
| CP peak stage delay | `~0.43 ns` |
| Die height | `~200 µm` |
| Synth top cell by count | `nor2_1` |
| Mapped Avg Cell Area | `approximately 7.8 µm²` |
| First-pass GRT wire length | `85.8 mm` |
| Grt total ovfl | `0` |
| Post-detailed-route count of antenna-violating nets | `0` |
| Critical path cell sequence | `and4_1 > and3_1 > and3_1 > and4_1 > nand3_1 > nor2_1 > and4_1 > nand3_1 > nor2_1 > and4_1 > nand4_1 > xnor2_1` |
| Log Warnings | `around 62` |
| Largest net degree at the start of global routing | `approximately 78` |
| Worst vdd ir | `~0.088 mV` |
| Setup ws final | `between 5 and 6 ns` |
| Clock-pin slew on the worst setup and hold paths | `about 0.050 ns` |
| Max Fclk | `roughly 340 MHz` |
| Synth top area share | `between 10% and 20%` |
| Reg2reg start | `refreshclockGenerator.count[6]` |
| FP Core Util | `between 50% and 60%` |
| Placed cell areas | `between 0.02 and 0.025 mm²` |
| Postcts setup bufs | `0` |
| Period Utilization, post-route | `a little over a third` |
| H-tree levels | `2` |
| Worst setup endpoint | `refreshclockGenerator.count[31]` |
| WL per Instance | `17.1 µm` |
-- stage by stage --
step | instances | util (%) | total power (µW)
after CTS | 3032 | 53.2 | 429
after global placement | 3024 | 52.7 | 208
final | 3032 | 53.2 | 425
after floorplan | 2573 | - | 192
after global routing | 3032 | 53.2 | 442
after detailed placement | 3024 | 52.7 | 208
-- layer usage --
| layer | share of wire (%) | track usage, % | routed length (µm) | vias up |
|---|---|---|---|---|
| met2 | 47 | 42.6 | 24200 | 333 |
| met4 | 1.3 | 2.95 | 651 | 0 |
| met3 | 3.3 | 1.70 | 1710 | 39 |
| met1 | 49 | 39.9 | 25300 | 8515 |
| met5 | 0 | 0 | 0 | - |
| li1 | - | - | - | 9335 |
-- critical path: cells and delay by family (launching register included) --
family,cells,cell delay [ns]
flops,1,0.43
simple gates,11,2.25
xor+xnor,1,0.15
-- logic make-up (layout without fill, tap and decap cells) --
group / Yosys count / after routing / synth area share, %
flops: 140 / 140 / 16.7
xor+xnor: 152 / 152 / 6.65
compound gates: 748 / 748 / 26.3
simple gates: 916 / 916 / 22.7
mux: 72 / 72 / 3.84
fa+ha+maj: 269 / 269 / 18.4
buf+inv: 276 / 217 / 5.39
-- cells in the final DEF (no fill, tap or decap), drive strengths merged, types with 44 or more instances in the layout --
cell    netlist  final
nor2        262    262
ha          212    212
nand2       202    202
a21oi       158    158
inv         153    153
o21ai       141    141
nor3        124    124
xnor2       114    114
o21a         79     79
nand3        59     59
dfxtp        59     59
dfrtp        53     53
a21o         50     50
fa           46     46
nand2b       44     44
-- power by group --
part	internal (µW)	switching, µW	total, µW	leakage [µW]
Clock	153	67.1	220	0.0000831
Combinational	12.6	26.4	38.9	0.00727
Sequential	166	0	166	0.00148
-- registers in the layout, summed over array words and instances, names as in the netlist, 7 cells and up --
register                     count
operate.num1                     8
display1.out                     7
display3.out                     8
display2.out                     7
operate.result                  14
operate.num2                     8
display4.out                     7
refreshclockGenerator.count     32
-- cell type report --
class / instances / area (µm²)
tap: 518 / 648
sequential: 140 / 3350
fill: 3679 / 18300
multi-input combinational: 2157 / 15600
clock buffer: 6 / 139
timing repair buffer: 50 / 428
clock inverter: 2 / 37.5
inverter: 159 / 597
-- worst min-delay path by stage --
stage	slack [ns]	to	startpoint
5_1_grt	0.50	refreshclockGenerator.count[31]	refreshclockGenerator.count[31]
6_report	0.48	refreshclockGenerator.count[0]	refreshclockGenerator.count[0]
4_1_cts	0.48	refreshclockGenerator.count[31]	refreshclockGenerator.count[31]
No activity file was given, so power comes from the tool's default toggle rates.
